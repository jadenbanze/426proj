<file path="run.sh">
#!/bin/bash
# OpenROAD 26Q1-2900-gdf79404cd8, Yosys 0.63+post, stock flow scripts
make -C /OpenROAD-flow-scripts/flow DESIGN_CONFIG=/design/flow/config.mk WORK_HOME=/design/flow/orfs finish
</file>
<file path="config.mk">
export PLATFORM = sky130hd
export DESIGN_NAME = top
export DESIGN_NICKNAME = top
export VERILOG_FILES = /design/flow/design.v
export SDC_FILE = /design/flow/constraint.sdc
export NUM_CORES = 4
export LEC_CHECK = 1
export CORE_AREA = 10 10 92 92
export DIE_AREA = 0 0 102 102
</file>
<file path="constraint.sdc">
current_design top

set clk_period 3.7
set clk_io_pct 0.2

create_clock -name clk0 -period $clk_period [get_ports {hwclk}]

set non_clock_inputs [all_inputs -no_clocks]
set_input_delay [expr $clk_period * $clk_io_pct] -clock clk0 $non_clock_inputs
set_output_delay [expr $clk_period * $clk_io_pct] -clock clk0 [all_outputs]
</file>
<file path="design.v">
module top (hwclk, led1, led2, led3, led4, led5, led6, led7, led8 );
    input hwclk;
    output led1;
    output led2;
    output led3;
    output led4;
    output led5;
    output led6;
    output led7;
    output led8;
    reg [31:0] counter = 32'b0;
    assign led1 = counter[18];
    assign led2 = counter[19];
    assign led3 = counter[20];
    assign led4 = counter[21];
    assign led5 = counter[22];
    assign led6 = counter[23];
    assign led7 = counter[24];
    assign led8 = counter[25];
    always @ (posedge hwclk) begin
        counter <= counter + 1;
    end
endmodule
</file>
==> job_summary.md <==
### Metrics collected by this job

| Metric | Value |
|---|---|
| Placer congestion estimate | `0.716` |
| Count of tool warnings | `25` |
| Ports | `9` |
| H-tree lvl count | `1` |
| Critical path's largest stage delay | `around 0.52 ns` |
| Worst rel slew slack | `between 70% and 80%` |
| Peak VDD IR | `308 uV` |
| Antenna violations before repair | `0` |
| Largest delay share family, worst path | `buffers and inverters` |
| CTS root buf | `clkbuf_8` |
| DR iter-0 viols | `38` |
| Worst hold path class | `reg -> reg` |
| Area added between synthesis and finish | `21.0%` |
| Period Utilization, post-route | `between 50% and 60%` |
| Ratio of cells with drive above 1 in the final layout | `8.11%` |
| Sink Count | `26` |
| Final setup TNS | `0 ns` |
| CP max stage cell | `clkdlybuf4s50_1` |
| Sequential fraction of the synthesis area | `50.0%` |
| Largest net degree at the start of global routing | `15` |
| Ys flops | `26` |
| Pwr per Cell Area | `364 nW/um^2` |
| P_leak | `just under 0.5 nW` |
| Vias in the first global route | `613` |
| TritonCTS clock tree | `done` |
| WP buf/inv | `1` |
| Top reg by flops | `counter` |
| Max FFs per register | `26` |
| Status | `completed` |
| First-pass GRT wire length | `2.68 mm` |
| Crit end category | `output port` |
| Share of total power in combinational logic | `0%` |
| Final WL | `1.52 mm` |
| Top cells, area | `dfxtp_1, xor2_1, xnor2_1` |
| P_int | `roughly 0.37 mW` |
| Row count | `29` |
| Worst-skew pair later-pin latency | `approximately 0.27 ns` |
| Unrepaired setup endpoints after global routing | `false` |
| Final core utilization | `19.5%` |
| Reg power frac | `60.9%` |
| Most numerous logic cells after layout | `dfxtp_1, xor2_1, xnor2_1` |
| Avg Inst Size Synth | `10.3 sq um` |
| Synth area leader | `dfxtp_1` |
| Synthesized instance count | `101` |
| Min cycle time layout | `just under 2 ns` |
| Post-CTS setup buffers | `0` |
| Switching Share | `a little under a fifth` |
| Clock Power Share | `39.1%` |
| Clk_skew | `0.00798 ns` |
| Fp_density | `16.1%` |
| Critical path class | `reg -> out` |
| Startpoint Class | `flip-flop` |
| Setup-failing EPs final | `0` |
| Core ar. | `6460 sq um` |
| Post-cts hold buffer count | `0` |
| Vias per Instance | `3.44` |
| Worst hold slack | `0.415 ns` |
| Fillcell total | `~700` |
| ANT cells | `0` |
| Max Slew Vio Count | `0` |
| Worst EP arrival | `roughly 1.2 ns` |
| Die height | `102 um` |
| Ys cells | `101` |
| GR Util All Layers | `3.06%` |
| Actual slew at the worst max-slew pin | `0.410 ns` |
| CTS Buffer Depth | `2` |
| Most instantiated logic cell after routing | `dfxtp_1` |
| Post-CTS sizing | `0` |
| Post-DP HPWL | `between 1 and 1.5 mm` |
| Worst-path fanout max | `5` |
| Reg clk slew, reported paths | `0.09 ns` |
| Die width | `102 um` |
| Max-cap violations | `0` |
| Final hold viol count | `0` |
| DR DRC count | `0` |
| Worst path cell trace | `clkdlybuf4s50_1` |
| Max-area cell share | `50.0%` |
| Psw | `between 0.08 and 0.09 mW` |
| WP data required | `a little under 3 ns` |
| Cell area after synthesis | `1040 sq um` |
| Post-synth cell types | `19` |
| Top Registers | `counter (26)` |
| F_max | `0.518 GHz` |
| Vias | `between 600 and 700` |
| ANT nets after route | `0` |
| Die area | `around 10000 sq um` |
| TritonCTS buffer count | `3` |
| Synth Warn # | `1` |
| Yosys chip area | `1040 sq um` |
| IO buf count | `8` |
| Grt total ovfl | `0` |
| DR WL/cell | `8.10 um` |
| 1st-pass router iterations | `3` |
power by group through the flow:
stage | Combinational [mW] | Clock [mW] | Sequential [mW]
6_report | 0.000000242 | 0.180 | 0.279
5_1_grt | 0.000000242 | 0.200 | 0.280
4_1_cts | 0.000000242 | 0.188 | 0.280
layout make-up:
class | instances | area (sq um) | area share (%)
timing repair buffer | 8 | 80.1 | 6.36
sequential | 26 | 520 | 41.3
inverter | 5 | 18.8 | 1.49
multi-input combinational | 68 | 489 | 38.8
clock buffer | 4 | 55.1 | 4.37
tap | 77 | 96.3 | 7.65
cells by family after synthesis:
group	Yosys count	synth area share (%)
AND/OR/NAND/NOR	43	25.6
XOR/XNOR	24	20.2
flip-flops	26	50.0
adder cells (fa/ha/maj)	1	1.20
buffers and inverters	7	3.00
worst paths after layout:
check	start	to	slack, ns	cells after the start
worst max-delay path	counter[19]	led2	1.77	1
worst max register to register	counter[0]	counter[18]	2.12	5
worst min-delay path	counter[0]	counter[0]	0.41	1
worst min register to register	counter[0]	counter[0]	0.41	1
cells in the mapped netlist:
cell,number
and2_1,1
and3_1,2
and4_1,1
buf_2,1
buf_4,1
dfxtp_1,26
ha_1,1
inv_1,5
nand2_1,7
nand3_1,8
nand4_1,4
nand4_4,1
nor2_1,8
nor3_1,5
nor4_2,3
nor4_4,1
or2_1,2
xnor2_1,11
xor2_1,13
layer usage:
| metal | global-route usage [%] | vias to the layer above | routed length (um) |
|---|---|---|---|
| li1 | - | 354 | - |
| met1 | 4.45 | 288 | 824 |
| met2 | 4.40 | 5 | 641 |
| met3 | 1.23 | 0 | 57 |
| met4 | 0.108 | 0 | 0 |
| met5 | 0 | - | 0 |
metrics by stage:
step                      instance area [sq um]  setup slack, ns  instances  power, mW
after floorplan                            1040             2.27        101      0.286
after global routing                       1260             1.70        188      0.480
final                                      1260             1.77        188      0.459
after global placement                     1200             2.06        184      0.286
after detailed placement                   1200             2.04        184      0.286
after CTS                                  1260             1.74        188      0.467
Power figures rest on the tool's default switching activity, not on a simulated workload.
