==> flow/design.v <==
module HelloWorld (
    input wire clk,   
    output reg [7:0] leds  
);
    reg [24:0] counter;  
    always @(posedge clk) begin
        counter <= counter + 1;  
        if (counter == 25'd24_999_999) begin  
            leds <= ~leds;  
            counter <= 0;  
        end
    end
    initial begin
        counter = 0;  
        leds = 0;  
    end
endmodule
==> flow/run.sh <==
#!/bin/bash
# OpenROAD 26Q1-2900-gdf79404cd8, Yosys 0.63+post, stock flow scripts
make -C /OpenROAD-flow-scripts/flow DESIGN_CONFIG=/design/flow/config.mk WORK_HOME=/design/flow/orfs finish
==> flow/config.mk <==
export PLATFORM = sky130hd
export DESIGN_NAME = HelloWorld
export DESIGN_NICKNAME = HelloWorld
export VERILOG_FILES = /design/flow/design.v
export SDC_FILE = /design/flow/constraint.sdc
export NUM_CORES = 4
export LEC_CHECK = 1
export CORE_UTILIZATION = 30
==> flow/constraint.sdc <==
current_design HelloWorld

set clk_period 3.2
set clk_io_pct 0.2

create_clock -name clk0 -period $clk_period [get_ports {clk}]

set non_clock_inputs [all_inputs -no_clocks]
set_input_delay [expr $clk_period * $clk_io_pct] -clock clk0 $non_clock_inputs
set_output_delay [expr $clk_period * $clk_io_pct] -clock clk0 [all_outputs]
==> flow_summary.yaml <==
# generated from flow reports
timing:
  setup_ws_ps: 811
  worst_pin_slew_ps: 864
  relSlewSlack_pct: 42.0
  finalSetupTns_ps: 0
  fin_worst_skew_ps: 9.35
  slew_viol_final: 0
  period_needed_ps: 2390
  fin_crit_sh_pct: 74.7
  hold_viol_final: 0
  rsz0062_at_grt: "false"
  fmax_mhz: 419
  setup-violations-final: 0
die:
  core-area_mm2: 0.00447
  fp_util_pct: 32.2
  placementRows: 24
  die_w_um: 71.3
  die_height_um: 71.3
  design.portCount: 9
  dieArea_mm2: 0.00509
synth:
  yosysWarnings: 1
  ys_area_mm2: 0.00144
  synth_area_mm2: 0.00144
  yosys_cells: 138
  area_leaders: "dfxtp_1 35%, edfxtp_1 17%, xor2_1 4.9%"
  ys_types: 33
  ys_ff: 33
  ys_seq_share_pct: 51.3
  netlist.area_leader.share_pct: 34.7
  synth_area_per_cell_um2: 10.5
  yosysTopAreaCell: "dfxtp_1"
  synth_cells: 138
critical_path:
  critical_path.max_fanout: 14
  crit_chain: "ha_1, and3_1, nand4b_2, nor4_4, buf_4, a21oi_1"
  cp-end-kind: "flop"
  arrival_ps: 2550
  critical_path.slowest_cell: "nor4_4"
  slowest_delay_ps: 790
  crit_path_start_kind: "flop"
  path_class: "flop to flop"
  cp.required_ps: 3360
route:
  drt_iter0_drc: 32
  dr.pass1.iters: 17
  wl_um: 2360
  n_antenna_cell: 0
  via_per_inst: 5.13
  drc: 0
  wl_per_cell_um: 11.6
  vias: 1041
  drtAntennaViolNets: 0
power_and_ir_drop:
  powerDensity_mw_per_mm2: 477
  irDropWorstVdd_uv: 264
  p_leak_nw: 0.662
clock_network:
  clock.latency.late_pin_ps: 280
  cts.reportedPaths.clkPinSlew_ps: 70
  cts_buffers: 5
  clk_path_buf_depth: 2
  cts.sink_count: 33
  cts_resized: 0
  postCtsHoldBufs: 0
  tritoncts: "done"
  cts_setup_buffers: 0
  htreeDepth: 2
  cts_root_buf: "clkbuf_8"
global_route:
  grt_max_degree: 15
  antenna_found_initial: 0
  groute.usage.overall_pct: 10.3
  grt_overflow: 0
  grt_pass1_vias: 938
  grt_pass1_wl_um: 4170
cells_and_area:
  final_common_cell: "dfxtp_1"
  layout-drive-gt1-share_pct: 11.9
  design_area_mm2: 0.00167
  layout.cells.non_filler: 203
  fillers: 423
  layout_top_cells: "25 x dfxtp_1, 11 x inv_1, 10 x nand2_1"
  area_growth_pct: 15.6
place:
  dp.final_hpwl_um: 1610
  gp_congestion: 0.839
  placed_cell_area_mm2: 0.00156
  place_inst: 195
  dp_worst_setup_slack_ps: 837
  port-buffer-count: 8
flow_run:
  cap_violations: 0
  warning_count: 25
run_status:
  outcome: "finished, final reports clean"
min_path:
  hold_class: "flop to flop"
path summary, 6_finish.rpt:
| kind | start | endpoint | slack [ps] | depth (start not counted) |
|---|---|---|---|---|
| worst max-delay path | counter[0] | counter[18] | 810 | 6 |
| worst min-delay path | counter[0] | counter[0] | 470 | 1 |
| worst max register to register | counter[0] | counter[18] | 810 | 6 |
| worst min register to register | counter[0] | counter[0] | 470 | 1 |
layer usage:
| metal | share of wire (%) | global-route usage [%] | up-vias |
|---|---|---|---|
| met1 | 54 | 15.9 | 496 |
| li1 | - | - | 523 |
| met5 | 0 | 0 | - |
| met3 | 3.4 | 2.71 | 7 |
| met2 | 41 | 14.9 | 15 |
| met4 | 1.8 | 2.00 | 0 |
final cells by class:
cell class                      count  area [um2]  share of cell area (%)
Inverter                           11        41.3                    2.48
Sequential cell                    33         741                    44.4
Clock buffer                        6        72.6                    4.35
Timing Repair Buffer                9        87.6                    5.25
Multi-Input combinational cell     90         627                    37.6
Tap cell                           52        65.1                    3.90
Clock inverter                      2        33.8                    2.03
cell usage after synthesis, drive strengths merged:
cell,number
a21oi,8
and2,1
and3,2
and4,4
buf,3
clkbuf,1
dfxtp,25
edfxtp,8
ha,1
inv,11
nand2,10
nand3,8
nand4,7
nand4b,1
nor2,8
nor2b,1
nor3,3
nor4,4
nor4b,1
o21ai,3
o31ai,6
or3,2
or4,6
xnor2,6
xor2,8
kinds of logic after synthesis:
logic type | share of synthesized area [%]
xor gates and xnor gates | 8.50
buffers and inverters | 5.20
adders and majority gates | 0.867
and+or+nand+nor | 26.6
DFF | 51.3
AOI/OAI and AO/OA | 7.46
sequential cells by signal, indices dropped and copies added (netlist names):
signal / count
counter: 25
leds: 8
per-stage QoR:
step	hold WS [ps]	power, mW	util [%]
after floorplan	426	0.434	-
after global placement	439	0.434	34.9
after detailed placement	447	0.434	34.9
after CTS	468	0.801	37.3
after global routing	499	0.821	37.3
final	469	0.796	37.3
where the power goes:
part	internal, mW	total (mW)	switching (mW)
sequential	0.425	0.425	0
combinational	0	0.000000314	0
clock	0.230	0.371	0.142
total	0.654	0.796	0.142
critical path: cells and delay by family (launching register included):
family	cells	cell delay [ps]
flip-flops	1	370
AND/OR/NAND/NOR	3	1300
AND-OR/OR-AND	1	60
adder cells (fa/ha/maj)	1	210
buffers and inverters	1	310
Power figures rest on the tool's default switching activity, not on a simulated workload.
