==> design.v <==
module TemporalThermalCovertChannel (
    input wire clk,       
    input wire reset,     
    output reg led1, led2, led3, led4  
);
    reg [74:0] ring_oscillator;  
    always @(posedge clk or posedge reset) begin
        if (reset) begin
            ring_oscillator <= {75{1'b1}};  
        end else begin
            ring_oscillator[0] <= ~ring_oscillator[74];
            ring_oscillator[74:1] <= ring_oscillator[73:0];
        end
    end
    always @(posedge clk) begin
        if (reset) begin
            {led1, led2, led3} <= 3'b111;  
            led4 <= 1'b0;                  
        end else begin
            {led1, led2, led3} <= 3'b111;  
            led4 <= ring_oscillator[0];    
        end
    end
    (* DONT_TOUCH = "true" *) wire prevent_optimization = &ring_oscillator;
endmodule
==> run.sh <==
#!/bin/bash
# OpenROAD 26Q1-2900-gdf79404cd8, Yosys 0.63+post, stock flow scripts
make -C /OpenROAD-flow-scripts/flow DESIGN_CONFIG=/design/flow/config.mk WORK_HOME=/design/flow/orfs finish
==> config.mk <==
export PLATFORM = sky130hd
export DESIGN_NAME = TemporalThermalCovertChannel
export DESIGN_NICKNAME = TemporalThermalCovertChannel
export VERILOG_FILES = /design/flow/design.v
export SDC_FILE = /design/flow/constraint.sdc
export NUM_CORES = 4
export LEC_CHECK = 1
export CORE_UTILIZATION = 40
==> constraint.sdc <==
current_design TemporalThermalCovertChannel

set clk_period 1.0
set clk_io_pct 0.2

create_clock -name clk0 -period $clk_period [get_ports {clk}]

set non_clock_inputs [all_inputs -no_clocks]
set_input_delay [expr $clk_period * $clk_io_pct] -clock clk0 $non_clock_inputs
set_output_delay [expr $clk_period * $clk_io_pct] -clock clk0 [all_outputs]
==> run notes <==
Status on the layout run. In this run the cell area measured after placement is around 2200 µm². Per STA, the highest per-stage delay on the worst path measures around 0.3 ns. The worst hold path begins at ring_oscillator[34]$_DFF_PP1_.

Share of power burned in combinational logic landed at 1.4%. In this run the worst hold path is classified as register to register. Summed over all routing layers, the global router reports a total usage of 9.912%. The worst register-to-register path begins at ring_oscillator[0]$_DFF_PP1_. Number of distinct library cell variants in the gate-level netlist after synthesis landed at 6. Setup violations remaining at the end of the flow were counted as 0. OpenSTA lists the critical path startpoint as led4$_SDFF_PP0_.

Final core utilization landed at approximately 50%. Total number of vias landed at approximately 640. Maximum number of buffers from clock root to sink landed at 2. Setup slack on the worst reg-to-reg path comes out at 0.28 ns. The worst setup path is launched from a register. Initial standard-cell utilization of the core landed at about 42%. Clock tree skew after final layout landed at 0.008859 ns. After layout, the design draws a total of roughly 5500 µW. OpenROAD reports that the post-layout worst path occupies ~92% of the period. After global routing the overflow that remains totals 0. Tally of yosys warning messages landed at 1.

Growth of design area from synthesis to finish landed at 16.45%. Number of port buffers landed at 2. The root buffer cell chosen for the clock tree is clkbuf_8. Number of sinks driven by the clock tree landed at about 76. For this design the top-level I/O count stands at 6. Per the OpenROAD floorplan log, the area of the core is a little under 5000 µm². Largest fanout of any net on the critical path landed at 1. Sequential elements use between 90 and 100% of the synthesized area. Counting I/O delays and the setup requirement, the final critical path takes 0.9236 ns. Number of logged tool warnings landed at 25. Chip footprint landed at 5366 µm².

Looking at the critical path, the single cell with the biggest stage delay is dfxtp_1. The commonest cells after synthesis are 75 x dfstp_2, 3 x buf_4, 2 x inv_1. Gate count after technology mapping landed at around 83. Looking at the power breakdown, sequential logic takes between 50% and 60% of the total. In this run the power density over the cells is about 2300 nW/µm². Summed area of non-filler cells in the final layout landed at 2365 µm². For reference, the top cells by area after synthesis are dfstp_2 97%, buf_4 1.1%, dfxtp_1 0.99%. In this run the number of H-tree levels came out at 3. The cell type that accounts for the most area after synthesis is dfstp_2. Die height landed at 73.25 µm.

Weighted congestion at the end of routability-driven global placement landed at slightly below 0.7. Area occupied by registers landed at around 2000 µm². The number of clock buffers added by TritonCTS is 9. Number of cells in the yosys synthesis report landed at between 80 and 90. The timing report notes that buffer and inverter cells on the critical path total 1. For the worst-skew pair, the clock arrives at the later sink with an insertion delay of between 0.3 and 0.4 ns. Listed in order, past its start point the critical path passes buf_2.

The first global-routing pass estimated about 3600 µm of wire. CTS clock-pin slew for the worst setup and hold paths landed at about 0.070 ns. Number of rows created at floorplan landed at 25. Derived from the worst setup path, the maximum achievable clock frequency is approximately 1100 MHz.

Number of antenna violations at the first check in global routing landed at 0. Count of maximum capacitance violations landed at 0. Post-route DRC violation count landed at 0. For this design, the CTS-stage hold fixing added 0 buffers.

Per the synth stats, the flop cell with the highest instance count is dfstp_2. In this run switching power makes up approximately 18% of total power. Per-instance average area after synthesis landed at between 20 and 25 µm².

Number of global-route vias before repair landed at 682. The layout summary lists the proportion of cells stronger than drive strength 1 as around nine tenths. Number of design-rule violations left by the first detailed-router iteration landed at 34. The flow ran to the end, and the final reports show no timing, DRC or antenna violations. For the worst reg-to-reg path, the endpoint reported by OpenROAD is led4$_SDFF_PP0_. Data required time of the critical path landed at around 0.8 ns.

Per the detailed-route log, wirelength across all metal layers totals roughly 2000 µm. Area occupied by multi-input gates landed at 17.52 µm². The post-synth register bit count is ~76. Per report_power, the clock group accounts for about two fifths of the total. In the final layout, the fill cell count is about 420. The critical path in this run is classified as register to output port. Internal power contribution landed at roughly 4500 µW.

Area share of the leading cell type in the synthesized netlist landed at 97.04%. Leakage dissipation landed at between 0.0009 and 0.001 µW. Summed standard-cell area reported by yosys landed at a little over 2000 µm². The worst setup path is captured at an output port. Pins over their slew limit in the final report were tallied at 0. After synthesis, the share of flip-flops with an asynchronous set or reset is between 90% and 100%. The count of nets left with antenna violations once routing finished came out at 0. Horizontal die size landed at 73.25 µm.

First-pass iteration count of the detailed router landed at 2. For this design the total switching power over the nets is approximately 990 µW. Setup total negative slack on the finished layout was measured at 0 ns. Counting cells, the worst reg-to-reg path comes to 1. The cell area that synthesis handed to floorplanning was around 2000 µm². Largest net degree at the start of global routing landed at approximately 41. TritonCTS built the clock tree. Counting flops with a built-in enable in the synthesized netlist gives 0. Broken down by cell family, the worst path's largest delay share belongs to flip-flops. Arrival time at the worst endpoint landed at 0.72 ns. Per-cell routed wire length landed at about 12 µm. The synthesis stats list as the most numerous cell dfstp_2. Setup repair after global routing left no endpoint under its margin. STA shows the worst min-delay path finishing at ring_oscillator[35]$_DFF_PP1_.

Worst-case vdd ir drop landed at 1.071 mV. The final antenna diode tally reported by the flow is 0. Once detailed placement completed, the half-perimeter wirelength came to about 860 µm.

Routed via count divided by cell count landed at around 3.8. Counting instances, the worst hold path has a depth of 0. Counting endpoints that fail hold in the final report gives 0.
## sequential cells by signal, indices dropped and copies added (netlist names)
register / flops
led4: 1
ring_oscillator: 75
## power groups by stage
stage     combinational (µW)  clock [µW]  sequential (µW)
4_1_cts                 82.1        2400             3090
5_1_grt                 92.3        2540             3090
6_report                77.5        2300             3090
## how the worst max path moves through the flow
stage | to | slack, ns | cells past startpoint
4_1_cts | led4 | 0.05 | 1
5_1_grt | led4 | 0.03 | 1
6_report | led4 | 0.08 | 1
## logic make-up (layout without fill, tap and decap cells)
family | after synthesis | in the layout | synth area share [%]
flip-flops | 76 | 76 | 98.03
other | 1 | 3 | 0.1847
buffers and inverters | 5 | 22 | 1.479
AND/OR/NAND/NOR | 1 | 1 | 0.3083
## routing by layer
| metal | GRT usage (%) | wire [µm] |
|---|---|---|
| met1 | 18.73 | 1050 |
| met3 | 5.964 | 157 |
| met2 | 10.49 | 775 |
| met4 | 1.525 | 26 |
| met5 | 0 | 0 |
## area by class of cell
cell class,count,share of cell area (%)
sequential,76,84.18
clock buffer,15,7.460
tap,67,3.545
timing repair buffer,4,2.328
clock inverter,1,1.270
multi-input combinational,4,0.7407
inverter,2,0.4762
## what timing repair did
action | 4_1_cts | 5_1_grt
endpoints found under the setup margin | 1 | 0
setup buffers | 0 | 0
resized | 3 | 0
## cell usage in the layout (no fill, tap or decap)
master / Yosys / routed
clkinvlp_4: 0 / 1
buf_12: 0 / 2
clkdlybuf4s50_1: 0 / 1
buf_2: 0 / 1
bufinv_16: 0 / 1
clkbuf_8: 0 / 12
dfxtp_1: 1 / 1
clkbuf_1: 0 / 3
nor2b_1: 1 / 1
dfstp_2: 75 / 75
conb_1: 1 / 3
inv_1: 2 / 1
## stage by stage
stage | hold WS (ns) | instances | setup slack, ns
finish | 0.3513 | 169 | 0.07638
global route | 0.3551 | 169 | 0.03018
CTS | 0.3516 | 169 | 0.04922
detailed placement | 0.3468 | 153 | 0.05993
global placement | 0.3462 | 153 | 0.06531
floorplan | 0.2716 | 85 | 0.1478
Power figures rest on the tool's default switching activity, not on a simulated workload.
